File: ./design.v
module integrator #(parameter W=16)
	(input reset, input clk, input en, input signed [W-1:0] din, output reg signed [W-1:0] dout = 0);
	always @(posedge clk)
	begin
		if (reset)
			dout <= 0;
		else
			if (en)
				dout <= dout + din;
	end
endmodule
module comb #(parameter W=16)
	(input reset, input clk, input en, input signed [W-1:0] din, output reg signed [W-1:0] dout = 0);
	reg signed [W-1:0] din_prev = 0;
	always @(posedge clk)
	begin
		if (reset) begin
			dout <= 0;
			din_prev <= 0;
		end else begin
			if (en) begin
				dout <= din - din_prev;
				din_prev <= din;
			end
		end
	end
endmodule
module cic #(parameter W=16)
	(input reset, input clk, input en_sample, input en_pcm, input din, output signed [W-1:0] out);
	reg signed [W-1:0] d0 = 0;
	wire signed [W-1:0] d1;
	wire signed [W-1:0] d2;
	wire signed [W-1:0] c1;
	wire signed [W-1:0] c2;
	integrator #(.W(W)) int0 (reset, clk, en_sample, d0, d1);
	integrator #(.W(W)) int1 (reset, clk, en_sample, d1, d2);
	comb #(.W(W)) comb0 (reset, clk, en_pcm, d2, c1);
	comb #(.W(W)) comb1 (reset, clk, en_pcm, c1, c2);
	assign out = c2;
	always @(posedge clk)
	begin
		if (reset)
			d0 <= 0;
		else
			if (din == 0)
				d0 <= +1;
			else
				d0 <= -1;
	end
endmodule
module audio_clock(input reset, input clk, output reg clk_out_pdm, output reg en_left, output reg en_right, output reg en_pcm);
	reg [8:0] cnt = 0;
	reg [4:0] div = 0;
	always @(posedge clk)
	begin
		en_left <= 0;
		en_right <= 0;
		en_pcm <= 0;
		if (reset) begin
			cnt <= 0;
			div <= 0;
			clk_out_pdm <= 0;
			en_left <= 0;
			en_right <= 0;
			en_pcm <= 0;
		end else begin
			cnt <= cnt + 1;
			case (cnt)
				 0: begin
					 clk_out_pdm <= 0;
				 end
				 7: begin
					 en_left <= 1;
				 end
				 10: begin
					clk_out_pdm <= 1;
				 end
				 18: begin
					 en_right <= 1;
				 end
				 19: begin
					 div <= div + 1;
					 cnt <= 0;
					 if (div == 31) en_pcm <= 1;
				 end
		 endcase
		end
	end
endmodule
module delay(input clk, input en, input signed [15:0] din);
	reg signed [15:0] hist [15:0];
	always @(posedge clk)
	begin
		if (en) begin
			hist[15] <= hist[14];
			hist[14] <= hist[13];
			hist[13] <= hist[12];
			hist[12] <= hist[11];
			hist[11] <= hist[10];
			hist[10] <= hist[9];
			hist[9] <= hist[8];
			hist[8] <= hist[7];
			hist[7] <= hist[6];
			hist[6] <= hist[5];
			hist[5] <= hist[4];
			hist[4] <= hist[3];
			hist[3] <= hist[2];
			hist[2] <= hist[1];
			hist[1] <= hist[0];
			hist[0] <= din;
		end
	end
endmodule
module main (input reset, input clk, output clk_out_pdm, input [7:0] din, output hop);
	wire en_left;
	wire en_right;
	wire en_pcm;
	audio_clock a1 (reset, clk, clk_out_pdm, en_left, en_right, en_pcm);
	wire [15:0] val [15:0];
	generate
		genvar i;
		for (i=0; i<8; i=i+1) begin
			cic cic0 (reset, clk, en_left,  en_pcm, din[i], val[i*2+0]);
			cic cic1 (reset, clk, en_right, en_pcm, din[i], val[i*2+1]);
		end
	endgenerate
	reg [15:0] val_0[7:0];
	reg [15:0] val_1[7:0];
	reg [15:0] val_2[7:0];
	reg [15:0] val_3[7:0];
	reg [15:0] val_4[7:0];
	reg [15:0] val_5[7:0];
	reg [15:0] val_6[7:0];
	reg [15:0] val_7[7:0];
	always @(posedge clk) begin
		if (en_pcm) begin
			val_0[7] <= val_0[6];
			val_0[6] <= val_0[5];
			val_0[5] <= val_0[4];
			val_0[4] <= val_0[3];
			val_0[3] <= val_0[2];
			val_0[2] <= val_0[1];
			val_0[1] <= val_0[0];
			val_0[0] <= val[0];
			val_1[7] <= val_1[6];
			val_1[6] <= val_1[5];
			val_1[5] <= val_1[4];
			val_1[4] <= val_1[3];
			val_1[3] <= val_1[2];
			val_1[2] <= val_1[1];
			val_1[1] <= val_1[0];
			val_1[0] <= val[1];
			val_2[7] <= val_2[6];
			val_2[6] <= val_2[5];
			val_2[5] <= val_2[4];
			val_2[4] <= val_2[3];
			val_2[3] <= val_2[2];
			val_2[2] <= val_2[1];
			val_2[1] <= val_2[0];
			val_2[0] <= val[2];
			val_3[7] <= val_3[6];
			val_3[6] <= val_3[5];
			val_3[5] <= val_3[4];
			val_3[4] <= val_3[3];
			val_3[3] <= val_3[2];
			val_3[2] <= val_3[1];
			val_3[1] <= val_3[0];
			val_3[0] <= val[3];
			val_4[7] <= val_4[6];
			val_4[6] <= val_4[5];
			val_4[5] <= val_4[4];
			val_4[4] <= val_4[3];
			val_4[3] <= val_4[2];
			val_4[2] <= val_4[1];
			val_4[1] <= val_4[0];
			val_4[0] <= val[4];
			ang0 <= val_0[0] + val_1[1] + val_2[2] + val_3[3] + val_4[4];
			ang1 <= val_0[0] + val_1[0] + val_2[0] + val_3[0] + val_4[0];
			ang2 <= val_0[4] + val_1[3] + val_2[2] + val_3[1] + val_4[0];
		end
	end
	reg [7:0] n = 0;
	always @(posedge clk)
	begin
		if (en_pcm) begin
			n <= n + 1;
			if (n == 32) begin
				ang0 <= 0;
				ang1 <= 0;
				ang2 <= 0;
				n <= 0;
			end
		end
	end
	reg [15:0] ang0 = 0;
	reg [15:0] ang1 = 0;
	reg [15:0] ang2 = 0;
	assign hop = ang1[1];
endmodule
module top(input clk, output LED_R, output LED_G, output LED_B,
	input IOB_8A,
	input IOB_9B,
	input IOB_4A,
	input IOB_18A,
	input IOB_20A,
	input IOB_22A,
	input IOB_23B,
	input IOB_24A);
	wire reset;
	assign reset = 0;
	wire clk_out_pdm;
	wire [7:0] din;
	assign din = { IOB_9B, IOB_8A, IOB_4A, IOB_18A, IOB_20A, IOB_22A, IOB_23B, IOB_24A };
	wire hop;
	main main(reset, clk, clk_out_pdm, din, hop);
	assign LED_R = clk_out_pdm;
	assign LED_G = hop;
	assign LED_B = 0;
endmodule
File: ./run.sh
#!/bin/bash
# OpenROAD 26Q1-2900-gdf79404cd8, Yosys 0.63+post, stock flow scripts
make -C /OpenROAD-flow-scripts/flow DESIGN_CONFIG=/design/flow/config.mk WORK_HOME=/design/flow/orfs finish
File: ./config.mk
export PLATFORM = sky130hd
export DESIGN_NAME = top
export DESIGN_NICKNAME = top
export VERILOG_FILES = /design/flow/design.v
export SDC_FILE = /design/flow/constraint.sdc
export NUM_CORES = 4
export LEC_CHECK = 1
export CORE_AREA = 10 10 70 70
export DIE_AREA = 0 0 80 80
File: ./constraint.sdc
current_design top

set clk_period 2.9
set clk_io_pct 0.2

create_clock -name clk0 -period $clk_period [get_ports {clk}]

set non_clock_inputs [all_inputs -no_clocks]
set_input_delay [expr $clk_period * $clk_io_pct] -clock clk0 $non_clock_inputs
set_output_delay [expr $clk_period * $clk_io_pct] -clock clk0 [all_outputs]
==> impl_metrics.yaml <==
# physical design summary
detailed_routing:
  drt_iter0_markers: 5
  diodes: 0
  wl_per_cell_um: 7.35
  drcViolationCount: 0
  via_count: 328
  vias_per_cell: 3.31
  final_antenna_net_count: 0
  dr.pass1.iters: 3
  routed_wl_um: 728
floorplan:
  die_area_um2: 6400
  core_um2: 3420
  die_y_um: 80
  pin_count: 12
  fp.dieW_um: 80
  num_rows: 21
  core_util_floorplan: 0.143
clock_network:
  cts-hold-fix-buffers: 0
  clkTransAtPathRegs_ps: 70
  cts_setup_buffers: 0
  post_cts_resized: 0
  clockBufferDepth: 2
  root_buffer: "clkbuf_4"
  cts_sinks: 10
  tritoncts: "yes"
  clock_latency_ps: 270
  htreeDepth: 1
  cts-buffers-inserted: 3
layout:
  nFillCells: 387
  synthToLayoutAreaGrowth_pct: 16.9
  drive_gt1_frac: 0.170
  logic_area_um2: 248
  flop_area_um2: 210
  postLayoutCoreUtil: 0.167
final_timing:
  setup-tns-final_ps: 0
  finalCritPeriodShare: 0.562
  max_freq_mhz: 614
  skew_ps: 6.85
  drv_slew: 0
  period_needed_ps: 1630
  rsz0062_at_grt: "false"
  hold_viol: 0
  setup_viol: 0
synthesis:
  synthSimpleGateAreaFrac: 0.221
  synthesis.area_um2: 488
  ys_chip_area_um2: 488
  xor_share: 0.108
  ys_top_logic_family: "simple AND/OR/NAND/NOR gates"
  synth-async-reset-ratio: 0
  synth_area_per_cell_um2: 9.96
  synth_cells: 49
  aoi_share: 0.0641
  synthDistinctLibCells: 24
  ys.flop_type: "dfxtp_1"
  ys_sh_adder: 0.0769
  yosysCellCount: 49
  ys_seq_frac: 0.431
  area_leaders: "dfxtp_1 (37%), ha_1 (7.7%), xor2_1 (7.2%), edfxtp_1 (6.2%), inv_1 (3.8%)"
  ys_sh_mux: 0.0231
  synth_warnings: 32
  yosys_register_bits: 10
  yosysTopAreaCell: "dfxtp_1"
  yosys.area.top_type_share: 0.369
  edf_count: 1
pwr:
  power_switching_uw: 48.6
  ir_drop_mv: 0.186
  switching_share: 0.202
  p_leak_nw: 0.229
  combPwrFrac: 0.001
  power_density_nw_per_um2: 422
  p_seq_frac: 0.578
  p_total_uw: 241
  internal_power_uw: 192
  clkPwrFrac: 0.422
place:
  io_buffers: 1
  place_congestion: 0.810
  detailed_place_hpwl_um: 539
hold_path:
  hold_depth: 1
  hold_class: "register to register"
critical_path:
  arrival_ps: 1050
  slowest_stage: "clkdlybuf4s50_1"
  path_class: "register to output pin"
  cp_num_buf_inv: 1
  crit_fanout: 1
  cp_cell_sequence: "clkdlybuf4s50_1"
  crit_required_ps: 2320
  cp-start-kind: "register"
  critPathTopFamily: "buffers and inverters"
  r2r_cells: 3
  cp.depth: 1
  slowest_delay_ps: 460
  end_kind: "output pin"
grt:
  antenna_found_initial: 0
  grt_pass1_vias: 310
  use_met3: 0.0205
  busiest_layer: "met1"
  overflow: 0
  grt_max_degree: 7
  grt.total_usage: 0.0270
  grt_pass1_wl_um: 1430
  grt_use_met1: 0.0390
  use_met2: 0.0313
run:
  log.warning_count: 35
  drv_cap: 0
run_status:
  outcome: "completed"
path summary, 6_finish.rpt:
| check | start | to | slack, ps |
|---|---|---|---|
| min | main.a1.cnt[8]$_SDFF_PN0_ | main.a1.cnt[8]$_SDFF_PN0_ | 470 |
| max | main.a1.clk_out_pdm$_DFFE_PP_ | LED_R | 1270 |
| min reg2reg | main.a1.cnt[8]$_SDFF_PN0_ | main.a1.cnt[8]$_SDFF_PN0_ | 470 |
| max reg2reg | main.a1.cnt[2]$_SDFF_PN0_ | main.a1.clk_out_pdm$_DFFE_PP_ | 1430 |
registers in the layout (all words and copies together) (netlist names):
| signal | count |
|---|---|
| main.a1.clk_out_pdm | 1 |
| main.a1.cnt | 9 |
cell usage after synthesis (all sizes together) (2+ instances only):
master	instances
a31oi	2
inv	5
xnor2	2
nor3	3
nand3	2
buf	2
ha	3
nand2	3
xor2	4
dfxtp	9
nor2	2
final cells by class:
type | instances | area share
Timing Repair Buffer | 1 | 0.0175
Multi-Input combinational cell | 33 | 0.434
Inverter | 5 | 0.0329
Tap cell | 46 | 0.101
Clock buffer | 4 | 0.0461
Sequential cell | 10 | 0.368
cells in the final DEF (no fill, tap or decap):
cell / instances
dfxtp_1: 9
inv_1: 5
xor2_1: 4
nand2_1: 3
ha_1: 3
clkbuf_4: 3
a31oi_1: 2
nand3_1: 2
nor2_1: 2
nor3_1: 2
xnor2_1: 2
conb_1: 2
nor2b_1: 1
or3_4: 1
nor3_4: 1
a21oi_1: 1
and4_1: 1
mux2_2: 1
and3_2: 1
and2b_2: 1
and3b_2: 1
o21ai_0: 1
o221ai_1: 1
clkbuf_1: 1
edfxtp_1: 1
clkdlybuf4s50_1: 1
power groups by stage:
stage,clock network (mW),registers [mW],logic [mW]
global route,0.116,0.139,0.000282
CTS,0.103,0.139,0.000221
finish,0.102,0.139,0.000127
per-stage QoR:
stage	setup slack, ps	std cells	instance area [um2]	hold slack, ps
finish	1270	99	571	472
global route	1200	99	571	499
detailed placement	1430	95	544	463
global placement	1440	95	544	449
CTS	1260	99	571	476
floorplan	1530	50	492	432
layer usage:
layer | vias up | share of wire
met5 | - | 0
met4 | 0 | 0
met3 | 0 | 0.095
met2 | 8 | 0.35
met1 | 150 | 0.55
li1 | 170 | -
cells by family after synthesis:
logic type | count (synthesis)
other | 1
AND-OR/OR-AND | 5
buffers and inverters | 7
XOR/XNOR | 6
AND/OR/NAND/NOR | 16
flip-flops | 10
multiplexers | 1
adder cells (fa/ha/maj) | 3
Power and IR drop assume default switching activity.
